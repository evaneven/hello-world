==> design.v <==
`timescale 1ns / 1ps
module instruct_mem(
    input logic [5:0]   Addr,
    input logic clk,
    output logic [31:0] instruction
    );
    logic [31:0] inst_mem [63:0];
    assign inst_mem[0] = 32'b00000000000001111000000000000000;  
    assign inst_mem[1] = 32'b10000000000010000000000000000001;  
    assign inst_mem[2] = 32'b10000010000100000000000000000001;  
    assign inst_mem[3] = 32'b00000010000111010000010000000000;  
    assign inst_mem[4] = 32'b00000110001001101000000000000000;  
    assign inst_mem[5] = 32'b00001000001111001000011000000000;  
    assign inst_mem[6] = 32'b00001110001010011000010000000000;  
    assign inst_mem[7] = 32'b10000000001100000000000000000110;  
    assign inst_mem[8] = 32'b00001100000000110000101000000000;  
    assign inst_mem[9] = 32'b00001100001100100000000000000000;  
    always_ff @(posedge clk) begin
        instruction <= inst_mem[Addr];            
    end
endmodule
==> run.sh <==
#!/bin/bash
# OpenROAD 26Q1-2900-gdf79404cd8, Yosys 0.63+post, stock flow scripts
make -C /OpenROAD-flow-scripts/flow DESIGN_CONFIG=/design/flow/config.mk WORK_HOME=/design/flow/orfs finish
==> config.mk <==
export PLATFORM = sky130hd
export DESIGN_NAME = instruct_mem
export DESIGN_NICKNAME = instruct_mem
export VERILOG_FILES = /design/flow/design.v
export SDC_FILE = /design/flow/constraint.sdc
export NUM_CORES = 4
export LEC_CHECK = 1
export CORE_AREA = 10 10 72 72
export DIE_AREA = 0 0 82 82
==> constraint.sdc <==
current_design instruct_mem

set clk_period 2.2
set clk_io_pct 0.2

create_clock -name clk0 -period $clk_period [get_ports {clk}]

set non_clock_inputs [all_inputs -no_clocks]
set_input_delay [expr $clk_period * $clk_io_pct] -clock clk0 $non_clock_inputs
set_output_delay [expr $clk_period * $clk_io_pct] -clock clk0 [all_outputs]
==> results_dict.tcl <==
# place-and-route summary
set metrics [dict create \
    fin_tns_setup_ns 0 \
    drtIter0Drc 32 \
    tightest_slew_ns 0.547 \
    p_leak_nw 0.381 \
    worstSetupPathType "input port to flip-flop" \
    cap_violations 0 \
    synth.distinct_cells 29 \
    largest_reg_flops 16 \
    outcome "finished, final reports clean" \
    die_w_um 82 \
    cts_made_buffers 3 \
    syn_area_sq_um 776 \
    grt_first_pass_wirelength_um 2460 \
    drive_above_1_share_pct 5.77 \
    n_antenna_cell 0 \
    gr-max-usage-layer "met1" \
    yosys.stat.seqShare_pct 41.3 \
    critPathArrivalTime_ns 1.84 \
    setup_viol 0 \
    grt_util_met2_pct 5.96 \
    dp_cells 149 \
    ys_async_sr_fraction_pct 0 \
    start_kind "input port" \
    syn_avg_cell_area_sq_um 8.92 \
    vdd_ir_drop_max_v 0.000130 \
    post_cts_resized 0 \
    die_h_um 82 \
    ant_nets 0 \
    worstHoldEndpoint "instruction[16]" \
    wirelength_um 1680 \
    fp_util_pct 21.0 \
    whs_path_depth 3 \
    crit_chain "clkdlybuf4s50_1 -> nor2_1 -> nand3_1 -> a21oi_1" \
    postCtsHoldBufs 0 \
    period_used_pct 75.8 \
    worst_path_largest_cell_delay_ns 0.67 \
    use_met3_pct 1.98 \
    worst_path_max_delay_cell "clkdlybuf4s50_1" \
    grt_max_degree 18 \
    drtPass1Iterations 4 \
    ctsLongestPathBuffers 2 \
    port_buffers 23 \
    io-pin-count 39 \
    grt_pass1_vias 555 \
    fill_cells 399 \
    worstPathMaxFanout 12 \
    edf_count 0 \
    period_minus_slack_ns 1.67 \
    final_max_slew_viol_count 0 \
    met1_usage_pct 6.64 \
    yosys.area.top_type "dfxtp_1" \
    dp_hpwl_um 1390 \
    cts-htree-levels 1 \
    num_rows 22 \
    hold_class "input port to flip-flop" \
    die-area_sq_um 6720 \
    openroad.warnings 25 \
    syn_inst 87 \
    overflow 0 \
    ys_area_sq_um 776 \
    avgRoutedWirePerCell_um 11.0 \
    viasPerCell 3.82 \
    slew_headroom_pct 63.4 \
    largestRegisters "instruction x16" \
    vias 581 \
    core_area_sq_um 3690 \
    instances_no_fill 152 \
    lay_top_cells "clkdlybuf4s50_1 (23), dfxtp_1 (16), conb_1 (15)" \
    post-cts-setup-buffer-count 0 \
    synthFlopType "dfxtp_1" \
    syn_to_final_growth_pct 27.9 \
    rsz0062_at_grt "false" \
    hold_path_startpoint "Addr[4]" \
    regMostFlops "instruction" \
    cp.required_ns 2.37 \
    fin_hold_ws_ns 0.851 \
    seq_area_sq_um 320 \
    layout_top_cell "clkdlybuf4s50_1" \
    routabilityCongestion 0.831 \
    cts_tree "yes" \
    synth.yosys.warnings 1730 \
    drc 0 \
    clockRootBuffer "clkbuf_8" \
    ys_cells 87 \
    top_area_share_pct 41.3 \
    ys_ff 16 \
    grtUsageTotal_pct 4.57 \
    clkTransAtPathRegs_ns 0.06 \
    topCellsByArea "dfxtp_1 (41%), buf_4 (16%), a21oi_1 (3.9%)" \
    end_kind "flip-flop" \
    clock.fmax_mhz 600 \
    comb_area_sq_um 329 \
    grt_antenna_before_repair 0 \
    finalHoldViolCount 0 \
    power.density_nw_per_um2 589 \
    cts.sinks 16 \
]
power breakdown:
group	switching [mW]	total [mW]	leakage [nW]	internal, mW
registers	0.00225	0.301	0.130	0.298
logic	0.0371	0.0781	0.229	0.0410
clock network	0.0849	0.206	0.0216	0.121
total	0.124	0.585	0.381	0.460
per-layer routing:
layer / routed length, um / part of all wire, % / vias up
met5: 0 / 0 / -
met4: 33 / 2.0 / 0
met3: 181 / 11 / 2
met2: 701 / 42 / 30
met1: 761 / 45 / 253
li1: - / - / 296
cells by family after synthesis:
group | count (synthesis) | synth area share [%]
buffers and inverters | 26 | 23.1
other | 1 | 0.483
muxes | 2 | 2.74
and+or+nand+nor | 24 | 16.9
DFF | 16 | 41.3
xor gates and xnor gates | 2 | 2.26
AOI/OAI and AO/OA | 16 | 13.2
metrics by stage:
step | total power, mW | instance area [sq um] | util [%] | worst slack (ns)
2_1_floorplan | 0.371 | 828 | - | 1.00
3_3_place_gp | 0.386 | 951 | 25.8 | 0.325
3_5_place_dp | 0.386 | 951 | 25.8 | 0.289
4_1_cts | 0.597 | 992 | 26.9 | 0.553
5_1_grt | 0.620 | 992 | 26.9 | 0.323
6_report | 0.585 | 992 | 26.9 | 0.533
layout make-up:
type / count / area share, %
clock buffer: 3 / 4.16
inverter: 3 / 1.13
multi-input combinational: 59 / 33.2
sequential: 16 / 32.3
tap: 48 / 6.05
timing repair buffer: 23 / 23.2
critical path, delay by kind of cell:
family	cells	cell delay, ns
buffers and inverters	1	0.67
AOI/OAI and AO/OA	1	0.19
and+or+nand+nor	2	0.53
synth_stat cells, drive strengths merged (2+ instances only):
| cell type | n |
|---|---|
| nor3 | 5 |
| o2bb2ai | 3 |
| dfxtp | 16 |
| nand2 | 3 |
| inv | 3 |
| nor4 | 2 |
| nand2b | 2 |
| buf | 21 |
| a21oi | 6 |
| nor2 | 4 |
| nand3 | 2 |
| clkbuf | 2 |
| nor2b | 2 |
| o21ai | 3 |
| or2 | 2 |
| a211oi | 2 |
how the worst max path moves through the flow:
stage	end	slack (ns)	cells past startpoint	start
5_1_grt	instruction[21]	0.32	4	Addr[2]
6_report	instruction[21]	0.53	4	Addr[2]
4_1_cts	instruction[21]	0.55	4	Addr[2]
Power and IR drop assume default switching activity.
