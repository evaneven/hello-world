### run.sh
#!/bin/bash
# OpenROAD 26Q1-2900-gdf79404cd8, Yosys 0.63+post, stock flow scripts
make -C /OpenROAD-flow-scripts/flow DESIGN_CONFIG=/design/flow/config.mk WORK_HOME=/design/flow/orfs finish
### design.v
`timescale 1ns / 1ps
module program_counter(
    input logic clk,
    input logic reset,
    output logic [5:0]counter
    );
    logic [5:0]Addr;
    always_ff @(posedge clk) begin
        if (reset) begin
            Addr <= 0;
        end else begin
            Addr <= Addr + 1;
        end
    end    
    assign counter = Addr;
endmodule
### constraint.sdc
current_design program_counter

set clk_period 1.4
set clk_io_pct 0.2

create_clock -name clk0 -period $clk_period [get_ports {clk}]

set non_clock_inputs [all_inputs -no_clocks]
set_input_delay [expr $clk_period * $clk_io_pct] -clock clk0 $non_clock_inputs
set_output_delay [expr $clk_period * $clk_io_pct] -clock clk0 [all_outputs]
### config.mk
export PLATFORM = sky130hd
export DESIGN_NAME = program_counter
export DESIGN_NICKNAME = program_counter
export VERILOG_FILES = /design/flow/design.v
export SDC_FILE = /design/flow/constraint.sdc
export NUM_CORES = 4
export LEC_CHECK = 1
export CORE_AREA = 10 10 70 70
export DIE_AREA = 0 0 80 80
==> Flow_metrics.wiki <==
=== Physical design figures ===
{| class="wikitable"
! Metric !! Value
|-
| WP data required || 1.12 ns
|-
| Maximum VDD drop || 0.000395 V
|-
| Post-route cell area || 417 sq um
|-
| Number of H-tree branching levels || 1
|-
| Reg-to-reg slack, setup || 0.31 ns
|-
| Crit path DAT || 1.09 ns
|-
| Max capacitance violation total || 0
|-
| Cell taking the most area after synthesis || dfxtp_1
|-
| Worst-path clk slew || 0.04 ns
|-
| Clock tree root driver cell || clkbuf_4
|-
| Worst Hold Endpoint || Addr[5]$_SDFF_PP0_
|-
| Type of the setup path with the least slack || reg -> out
|-
| Final clock skew || 0.00183 ns
|-
| Fraction of final layout cells with drive strength greater than 1 || 40.0%
|-
| Final Max Tran Viols || 0
|-
| Leakage || 0.158 nW
|-
| Most common logic cells in the final layout || 6 x clkdlybuf4s50_1, 5 x nor2_1, 4 x dfxtp_2
|-
| Chip Height || 80 microns
|-
| Routed vias || 199
|-
| Largest cells by area after synthesis || dfxtp_1 52%, nor2_1 8.2%, xor2_1 7.7%
|-
| Status || complete, no violations
|-
| Count of cells along the worst hold path || 2
|-
| Cells along the critical path || clkdlybuf4s50_1
|-
| Clock Path Buffers || 2
|-
| Cell area after synthesis || 229 sq um
|-
| Worst reg2reg startpoint || Addr[0]$_SDFF_PP0_
|-
| Most numerous logic cell after layout || clkdlybuf4s50_1
|-
| Antenna violations before repair || 0
|-
| Transition time of the tightest slew-check pin || 0.263 ns
|-
| Slowest cell delay on critical path || 0.49 ns
|-
| Kind of end point of the critical path || output port
|-
| Non-filler cells in the finished layout || 81
|-
| Overall die width || 80 microns
|-
| Iteration-0 DRC count of the detailed router || 0
|-
| Overflow left after global routing || 0
|-
| OpenROAD warning count || 25
|-
| Core Density at Floorplan || 6.70%
|-
| Number of inserted diodes || 0
|-
| First-pass GRT wire length || 979 microns
|-
| Capturing point of the worst reg2reg path || Addr[4]$_SDFF_PP0_
|-
| HPWL after DPL || 441 microns
|-
| Antenna violation net count after detailed routing || 0
|-
| Clock tree from TritonCTS || done
|-
| Pre-antenna DRT Iters || 1
|-
| Distinct cell type count of the synthesized netlist || 12
|-
| Yosys stat area || 229 sq um
|-
| Final cycle utilization of the critical path || 97.8%
|-
| Nature of the critical path startpoint || flip-flop
|-
| Total negative slack for setup checks || 0 ns
|-
| Final setup viols || 0
|-
| Setup repair after global routing missed its margin || false
|-
| PwrDens || 921 nW/um^2
|-
| Dominant cell area share || 52.5%
|-
| Die ar. || 6400 sq um
|-
| Post-route setup slack || 0.0312 ns
|-
| GRT Total Usage || 2.06%
|-
| Via-to-Cell Ratio || 2.46
|-
| Syn-to-layout area delta || 82.0%
|-
| Number of hold-slack violations in the final timing report || 0
|-
| Startpoint of the most critical hold path || Addr[5]$_SDFF_PP0_
|-
| WHS || 0.497 ns
|-
| Number of buffer and inverter instances along the worst setup path || 1
|-
| Post-Route Utilization || 12.2%
|-
| FF+latch count, synth || 6
|-
| Leading registers by flop count || Addr: 6 flops
|-
| Post-detailed-placement cell area || 357 sq um
|-
| Overall power consumption || 0.384 mW
|-
| Maximum clock frequency || 0.731 GHz
|-
| Number of rows in the core area || 21
|-
| Inserted Clock Buffers || 3
|-
| Drt total wl || 611 microns
|-
| Crit-path leading delay family || buffers and inverters
|-
| Placed instance count || 75
|-
| Number of warnings reported in the yosys synthesis log || 1
|-
| Worst rel slew slack || 82.4%
|-
| Final critical-path required period || 1.37 ns
|-
| # Cells Yosys || 22
|-
| Insertion delay to the later sink of the worst-skew pair || 0.25 ns
|-
| Type of the worst min-delay path || reg -> reg
|-
| Cells after synthesis || 22
|-
| Number of placed I/O pins || 8
|-
| Post-Place Setup Slack || 0.0760 ns
|-
| CORE AREA || 3420 sq um
|-
| Via count of the first global-routing pass || 224
|-
| Pin count of the biggest net entering global routing || 8
|-
| Number of cells traversed by the worst register-to-register path || 5
|-
| Part of the Yosys area used for sequential elements || 52.5%
|-
| Final Wtd Congestion || 0.689
|-
| Max reg flops || 6
|-
| Top reg by flops || Addr
|-
| Drc violations || 0
|-
| Drt wl/cell || 7.54 microns
|-
| CTS sink count || 6
|-
| Input/output buffers || 7
|-
| Avg Cell Area, Syn || 10.4 sq um
|-
| Critical-path top delay cell || clkdlybuf4s50_1
|-
| Largest driver fanout on the critical path || 4
|}
==> report_power, final <==
group | switching, mW | internal, mW
sequential | 0.00715 | 0.178
clock | 0.0631 | 0.0970
combinational | 0.0116 | 0.0274
total | 0.0818 | 0.302
==> cell type report <==
cell class	instances	area, sq um
Fill cell	395	3000
Sequential cell	6	133
Multi-Input combinational cell	16	109
Timing Repair Buffer	10	95.1
Tap cell	46	57.6
Clock buffer	3	22.5
==> layer usage <==
metal | vias to the layer above | global-route usage (%) | routed length (microns)
li1 | 99 | - | -
met1 | 88 | 2.60 | 345
met2 | 12 | 2.41 | 180
met3 | 0 | 2.05 | 85
met4 | 0 | 0.352 | 0
met5 | - | 0 | 0
==> Yosys cell counts <==
cell and count:
nand2b_1 1, ha_1 1, dfxtp_1 6, nor2_1 5, o21bai_1 1, nand3_2 1
xor2_1 2, nor4_2 1, xnor2_1 1, nand2_1 1, nand3_1 1, nor2b_1 1
==> worst max-delay path by stage <==
stage             startpoint         end  slack [ns]  cells past startpoint
4_1_cts   Addr[2]$_SDFF_PP0_  counter[2]        0.01                      1
6_report  Addr[3]$_SDFF_PP0_  counter[3]        0.03                      1
5_1_grt   Addr[3]$_SDFF_PP0_  counter[3]       0.003                      1
==> what timing repair did <==
| item | CTS | global route |
|---|---|---|
| setup buffers | 0 | 3 |
| hold buffers | 0 | 0 |
| gates resized | 5 | 4 |
| endpoints found under the setup margin | 5 | 5 |
==> cells by family after synthesis <==
family | Yosys count | share of synthesized area, %
AND/OR/NAND/NOR | 11 | 27.3
flip-flops | 6 | 52.5
XOR/XNOR | 3 | 11.5
AND-OR/OR-AND | 1 | 3.28
adder cells (fa/ha/maj) | 1 | 5.46
No activity file was given, so power comes from the tool's default toggle rates.
