$ cat config.mk
export PLATFORM = sky130hd
export DESIGN_NAME = data_mem
export DESIGN_NICKNAME = data_mem
export VERILOG_FILES = /design/flow/design.v
export SDC_FILE = /design/flow/constraint.sdc
export NUM_CORES = 4
export LEC_CHECK = 1
export CORE_UTILIZATION = 50
$ cat constraint.sdc
current_design data_mem

set clk_period 41.5
set clk_io_pct 0.2

create_clock -name clk0 -period $clk_period [get_ports {clk}]

set non_clock_inputs [all_inputs -no_clocks]
set_input_delay [expr $clk_period * $clk_io_pct] -clock clk0 $non_clock_inputs
set_output_delay [expr $clk_period * $clk_io_pct] -clock clk0 [all_outputs]
$ cat design.v
`timescale 1ns / 1ps
module data_mem(
    input logic [6:0]   Address,
    input logic         WE2,
    input logic [31:0]  WD,
    input logic clk,
    input logic reset,
    output logic [31:0] RD
    );
    logic [31:0] mem [127:0];
    always_comb begin 
        RD = mem[Address];
    end
    always_ff @( posedge clk, posedge reset) begin
        if (reset) begin
            mem[0] <= {32{1'b0}};
            mem[1] <= {32{1'b0}};
            mem[2] <= {32{1'b0}};
            mem[3] <= {32{1'b0}};
            mem[4] <= {32{1'b0}};
            mem[5] <= {32{1'b0}};
            mem[6] <= {32{1'b0}};
            mem[7] <= {32{1'b0}};
            mem[8] <= {32{1'b0}};
        end else if (WE2)
            mem[Address] <= WD;  
    end
endmodule
$ cat run.sh
#!/bin/bash
# OpenROAD 26Q1-2900-gdf79404cd8, Yosys 0.63+post, stock flow scripts
make -C /OpenROAD-flow-scripts/flow DESIGN_CONFIG=/design/flow/config.mk WORK_HOME=/design/flow/orfs finish
==> reports/README.md <==
| Metric | Value |
| --- | --- |
| Pwr/cell area | 49.77 nW/µm² |
| Total grt overflow | 0 |
| RSZ-0062 raised after global routing | false |
| Total routed wire length on the met1 layer | 239400 µm |
| Number of antenna violations at the first check in global routing | 150 |
| Insertion delay of the later-clocked pin in the worst-skew pair | 1.05 ns |
| Fraction of registers with async set or reset after synthesis | 0.07031 |
| Clock buffer count from CTS | 419 |
| Gpl congestion | 1.127 |
| Post-CTS Setup Repair Bufs | 0 |
| Number of rows in the core area | 202 |
| Antenna-violating nets left | 0 |
| Highest metal layer with signal wires | met5 |
| Chip area line of the yosys report | 152500 µm² |
| Placed cell area | 163900 µm² |
| Hold Path Origin | mem[6][26] |
| Smallest hold slack | 0.5007 ns |
| Capture instance of the worst register-to-register path | mem[5][24] |
| Maximum fanout encountered on the critical timing path | 35 |
| Clock-pin slew reported for the worst setup and hold paths after clock tree synthesis | 0.06 ns |
| Clock Path Buffers | 4 |
| Synthesized flop and latch total | 4096 |
| End-of-flow core utilization | 0.5897 |
| Logic depth of the worst register-to-register path | 1 |
| Number of maximum-capacitance violations | 9 |
| Ordered cell list for the critical path | buf_4, buf_4, or4b_4, buf_4, nor2_4, buf_4, buf_4, a22oi_1, o21ai_0, or4_1, nor4_1, a31oi_1, clkdlybuf4s50_1 |
| # setup viols final | 0 |
| Cell at the root of the clock tree | sky130_fd_sc_hd__clkbuf_16 |
| Number of stages on the worst hold path | 1 |
| Category of cells accounting for the largest share of critical-path delay | buffers and inverters |
| Final instance area | 178700 µm² |
| Total number of warnings across the stage logs | 34 |
| Sequential share of the synthesized area | 0.7973 |
| Core outline area | 303000 µm² |
| Launch instance of the worst register-to-register path | mem[5][24] |
| Syn-to-layout area delta | 17.22% |
| Total vias in the final route | 111973 |
| Top flop regs | mem (4096) |
| Count of synthesis-stage warnings from yosys | 2 |
| Fp util | 0.5031 |
| First-pass GRT wire length | 1154000 µm |
| Maximum number of pins on one net before global-route repair | 105 |
| Fraction of layout cells with a size suffix above 1 | 0.2186 |
| Worst hold path class | flip-flop to flip-flop |
| Routed length per placed instance | 65.60 µm |
| Data arrival time of the worst path | 15.30 ns |
| Violated checks | max-capacitance violations, max-slew violations |
| Fin cells | 13999 |
| Vertical extent of the die | 554.2 µm |
| Critical-path top delay cell | sky130_fd_sc_hd__nor4_1 |
| Register bank with the most flops | mem |
| Endpoint class of the critical path | output pin |
| First-pass detailed-route iteration total | 9 |
| Dominant register cell in the synthesized netlist | sky130_fd_sc_hd__edfxtp_1 |
| Post-Route Setup TNS | 0 ns |
| Post-layout min period | 23.60 ns |
| Post-cts hold buffer count | 0 |
| Max rail drop VDD | 45.43 µV |
| Resize count post-CTS | 0 |
| Hold violation count in the final report | 0 |
| Place WS | 18.44 ns |
| Number of cells in the yosys synthesis report | 8628 |
| PortBufs | 73 |
| FMAX | 0.04237 GHz |
| Worst-case setup margin in the final layout | 17.90 ns |
| Number of top-level design ports | 74 |
| Number of pins with negative max-slew slack in the final report | 22 |
| Total length of routed met2 wires | 347200 µm |
| Portion of the clock cycle consumed by the worst path in the final layout | 0.5687 |
| Reg2reg setup slack | 40.52 ns |
| Worst path bufs/invs | 6 |
| Status | complete, but fails checks |
| DIE AREA | 307100 µm² |
| Count of cell types in the netlist | 76 |
| Die X | 554.2 µm |
| Count of library flops with an enable pin | 3808 |
| Worst setup skew after layout | 0 ns |
| Area of all sequential standard cells | 121600 µm² |
| Biggest cell delay along the critical path | 1.27 ns |
| Worst Setup Path Type | input pin to output pin |
| Startpoint type of the worst setup path | input pin |
| Total of fill cells in the finished design | 21783 |
| Met3 routed WL | 218600 µm |
| Worst slew pin tran | 1.747 ns |
| Worst slew margin relative to its limit | -0.1768 |
| TritonCTS clock tree | done |
| Avg Vias per Cell | 7.999 |
| Most frequent cell on the critical path | sky130_fd_sc_hd__buf_4 |
| Final Routed Wirelength | 918300 µm |
| Leakage component of the power | 58.30 nW |
| Aggregate global-route resource usage | 0.6744 |
| Combined area of the multi-input logic cells | 30330 µm² |
| Number of design-rule violations left by the first detailed-router iteration | 13494 |
| Placed wire-length estimate after detailed placement | 581300 µm |
| Cells after DPL | 12938 |
| Total power consumption of the routed design | 8.895 mW |
| Clk sink count | 4096 |
| Flip-flop count of the largest register, all copies and words added | 4096 |
| H-tree Lvls | 5 |
| End point of the worst hold path | mem[6][26] |
| DRC viols | 0 |
| Vias in the first global route | 108579 |
| Netlist area before placement | 152500 µm² |
| Instance count of the mapped netlist | 8628 |
| Data required, critical path | 33.20 ns |
| Synth Area per Inst | 17.67 µm² |
## where the power goes
group	total, mW	internal (mW)	leakage [nW]	switching [mW]
clock network	3.91	2.24	6.90	1.67
registers	4.56	4.54	38.1	0.0154
logic	0.428	0.0938	13.3	0.334
## per-layer routing
| metal | global-route usage | up-vias |
|---|---|---|
| met1 | 0.6549 | 54126 |
| li1 | - | 37989 |
| met4 | 0.5147 | 403 |
| met3 | 0.6933 | 4423 |
| met5 | 0.5676 | - |
| met2 | 0.7568 | 15032 |
## synthesized netlist by cell type, types with 111 or more instances
cell type                  instances  area [µm²]
sky130_fd_sc_hd__edfxtp_1       3808      114300
sky130_fd_sc_hd__a22oi_1        1356       10180
sky130_fd_sc_hd__nor2_1          346        1299
sky130_fd_sc_hd__mux2_2          326        3671
sky130_fd_sc_hd__dfrtp_1         288        7207
sky130_fd_sc_hd__buf_2           254        1271
sky130_fd_sc_hd__o22ai_1         254        1589
sky130_fd_sc_hd__nand2_1         216       810.8
sky130_fd_sc_hd__clkbuf_1        213       799.5
sky130_fd_sc_hd__a22o_1          184        1612
sky130_fd_sc_hd__a21oi_1         158       790.8
sky130_fd_sc_hd__nand4_1         136       850.8
sky130_fd_sc_hd__nand3_1         111       555.5
## area by class of cell
class | instances | area share
Inverter | 4 | 0.0001260
Timing Repair Buffer | 906 | 0.03950
Tap cell | 3978 | 0.02785
Sequential cell | 4096 | 0.6802
Clock inverter | 204 | 0.01341
Antenna cell | 270 | 0.003781
Clock buffer | 586 | 0.06545
Multi-Input combinational cell | 3955 | 0.1697
## kinds of logic (layout without fill, tap and decap cells)
family          Yosys count  count (layout)  share of synthesized area
flops                  4096            4096                     0.7973
compound gates         2387            2387                     0.1171
simple gates           1144            1144                    0.03807
buf+inv                 577            1700                    0.01694
mux                     424             424                    0.03055
other cells               0             270                          0
## worst max-delay path by stage
stage | from | to | slack, ns | depth (start not counted)
6_report | Address[1] | RD[22] | 17.90 | 13
5_1_grt | Address[4] | RD[9] | 18.36 | 16
4_1_cts | Address[4] | RD[9] | 18.41 | 16
## cells in the final DEF (no fill, tap or decap), drive strengths merged, types with 9 or more instances in the layout
master / instances
a32oi: 56
bufinv: 43
nor2b: 10
inv: 12
and3: 35
or4: 28
nor4: 94
nand3: 111
o22ai: 254
nor4b: 9
a31oi: 22
o32a: 12
clkinv: 147
clkbuf: 586
a222oi: 87
and4: 12
nor3: 77
dfrtp: 288
a22oi: 1357
nor2: 356
buf: 871
a2111oi: 22
diode: 270
o211ai: 24
nand4: 136
a221oi: 90
nand2: 217
clkdlybuf4s50: 34
mux2i: 93
a22o: 184
mux2: 331
edfxtp: 3808
o221ai: 12
o22a: 16
a21oi: 158
o21ai: 49
Power is estimated from default activity; no workload was simulated.
